### constraint.sdc
current_design program_counter

set clk_period 5.9
set clk_io_pct 0.2

create_clock -name clk0 -period $clk_period [get_ports {clk}]

set non_clock_inputs [all_inputs -no_clocks]
set_input_delay [expr $clk_period * $clk_io_pct] -clock clk0 $non_clock_inputs
set_output_delay [expr $clk_period * $clk_io_pct] -clock clk0 [all_outputs]
### run.sh
#!/bin/bash
# OpenROAD 26Q1-2900-gdf79404cd8, Yosys 0.63+post, stock flow scripts
make -C /OpenROAD-flow-scripts/flow DESIGN_CONFIG=/design/flow/config.mk WORK_HOME=/design/flow/orfs finish
### config.mk
export PLATFORM = sky130hd
export DESIGN_NAME = program_counter
export DESIGN_NICKNAME = program_counter
export VERILOG_FILES = /design/flow/design.v
export SDC_FILE = /design/flow/constraint.sdc
export NUM_CORES = 4
export LEC_CHECK = 1
export CORE_UTILIZATION = 30
### design.v
module program_counter(
  input clk,
  input reset,
  input branch_en,
  input jalr_en,
  input signed [6:0] imm7,
  input [15:0] regB, 
  output reg [15:0] pc
);
  wire [15:0] pc_plus1 = pc + 16'd1;
  wire signed [15:0] imm7_ext = imm7;
  wire [15:0] pc_plus1_imm = pc_plus1 + imm7_ext;
  reg [15:0] next_pc;
  always @(*) begin 
    next_pc = pc_plus1;
    if (branch_en) next_pc = pc_plus1_imm;
    if (jalr_en) next_pc = regB;
  end
  always @(posedge clk) begin 
    if(reset) pc <= 16'b0;
    else pc <= next_pc;
  end 
endmodule
==> metrics.cfg <==
[cts]
holdBufCountCts=0
cts_buffers=3
clock-root-buffer=clkbuf_8
clk_pin_slew_ns=0.06
cts.sinks=16
postCtsSetupBuffers=0
cts_tree=yes
htreeDepth=1
worstSkewPairLatency_ns=0.25
cts.path.max_buffers=2
cts_resized=0

[placement]
dp_hpwl_mm=3.60
post_dp_cell_area_um2=2190
dp.cells=323
io_buffers=42
dp_slack_ns=1.93
routabilityCongestion=0.893

[flow_run]
log.warning_count=29
drv_cap=0

[setup_path]
endpoint_kind=register
r2r_cells=12
crit_type=in -> reg
crit_required_ns=6.07
cp-start-kind=input port
critPathLaunch=imm7[6]
crit_arrival_ns=3.89
crit_fanout=13
r2r-start=pc[2]

[finish]
finalNonFillerCells=327
layout-drive-gt1-share_pct=5.10
fin_area_um2=2250
fin_util_pct=40.6
syn2layout_area_growth_pct=29.8
largest_register=pc
largestRegisters=pc (16)
largest_reg_flops=16

[final_timing]
finClkSkew_ns=0.00669
fmax_mhz=269
setup_viol=0
whs_ns=0.651
min_period_over_period_pct=63.0
fin_ws_ns=2.18
relSlewSlack_pct=54.0
rsz0062_at_grt=no
final.setup.tns_ns=0
slew_viol_final=0
finalHoldViolations=0
worst_slew_pin_slew_ns=0.688
finalCriticalPeriod_ns=3.72

[min_path]
min_delay_path_depth=3
hold_class=reg -> reg
min-delay-start=pc[15]

[routing]
antenna_cells=0
met2_length_mm=1.95
wl_met1_mm=2.31
highest_layer=met4
drt_drc_violations_left=0
route.met3.wl_um=262
firstDrtPassIters=4
avgRoutedWirePerCell_um=13.9
first_iter_violations=65
via_per_inst=5.18
num_vias=1695
routed_wl_mm=4.56
ant_nets=0

[power]
p_sw_share_pct=34.2
switchingPower_mw=0.143
total_power_mw=0.418
pwr-share-seq_pct=31.0
power_frac_clock_pct=23.5
combPwrFrac_pct=45.5
power.leakage_nw=0.967
power.density_nw_per_um2=186
power.internal_mw=0.275
peakVddDrop_mv=0.0738

[logic_synthesis]
yosys.area_share.simple_pct=20.9
yosysCellCount=214
synthCells=214
synth_warnings=1
avgSynthCellArea_um2=8.10
edf_count=0
ys_ff=16
netlist_area_um2=1730
top_logic_kind=AND-OR/OR-AND gates
yosys_area_um2=1730
flop_cell=dfxtp_1
synthAdderAreaFrac_pct=15.6
async_reset_ff_share_pct=0
synthAoiAreaFrac_pct=27.6
yosysUniqueCellTypes=51
ys_seq_share_pct=18.5
synthMuxAreaShare_pct=1.81
xor_share_pct=11.1

[grt]
grt_pass1_vias=1590
globalRouteTotalUtil_pct=15.7
grt_pass1_wl_mm=7.62
antenna_found_initial=0
grt_max_degree=23
overflow=0

[status]
outcome=complete, no violations

[floorplanning]
die_width_um=78
io_pins=43
die_y_um=78
row_count=27
initial_core_util_pct=31.3
chip_area_um2=6080
coreArea_um2=5540

==> area by class of cell <==
class | instances | area, µm²
Timing Repair Buffer | 44 | 435
Fill cell | 578 | 3290
Sequential cell | 16 | 320
Multi-Input combinational cell | 187 | 1330
Tap cell | 72 | 90.1
Clock buffer | 4 | 55.1
Inverter | 4 | 15.0
==> power groups by stage <==
stage | logic, mW | clock network [mW] | registers (mW)
CTS | 0.190 | 0.102 | 0.130
global route | 0.211 | 0.106 | 0.131
finish | 0.190 | 0.0982 | 0.130
==> synth_stat cells, drive strengths merged, types with 2 or more instances <==
library cell  instances  share of area [%]
a211o                 2                1.0
mux2i                 2                1.2
and4                  3                1.5
nand4                 5                1.8
a41oi                 2                1.0
clkbuf                3                1.2
a21oi                22                7.0
xor2                  9                4.5
nand2b                2               0.72
a21o                  9                3.9
nand3                 9                2.6
nor2                 22                4.8
a311oi                2                1.0
xnor2                13                6.6
nand2                18                3.9
buf                   3                1.7
o221ai                2                1.0
a31oi                 2                1.1
nor3                  3               0.87
o21ai                 8                2.3
a211oi                6                2.9
inv                   3               0.65
dfxtp                16                 18
ha                   20                 14
o211ai                4                2.0
and3                  7                2.6
==> per-layer routing <==
layer | vias to the layer above | global-route usage (%)
met5 | - | 0
met4 | 0 | 1.48
met3 | 2 | 1.31
met2 | 48 | 24.4
met1 | 753 | 24.6
li1 | 892 | -
==> placed cells by master, fill, tap and decap left out, drive strengths merged, types with 3 or more instances in the layout <==
| cell | synthesis | routed |
|---|---|---|
| inv | 3 | 3 |
| ha | 20 | 20 |
| nor2 | 22 | 22 |
| nor3 | 3 | 3 |
| xnor2 | 13 | 13 |
| nand4 | 5 | 5 |
| clkdlybuf4s50 | 0 | 42 |
| a21oi | 22 | 22 |
| and4 | 3 | 3 |
| a211oi | 6 | 6 |
| a21o | 9 | 9 |
| o21ai | 8 | 8 |
| o211ai | 4 | 4 |
| nand3 | 9 | 9 |
| dfxtp | 16 | 16 |
| xor2 | 9 | 9 |
| nand2 | 18 | 18 |
| and3 | 7 | 7 |
| clkbuf | 3 | 4 |
==> worst max-delay path, cell delays in order <==
cell and delay [ns]:
clkdlybuf4s50_1 0.84, ha_1 0.41, a21oi_4 0.21, o21ai_1 0.09, a221o_1 0.33, a31oi_2 0.17
xnor2_1 0.12, a2111o_1 0.45, o211ai_2 0.07
==> kinds of logic after synthesis <==
family,Yosys count
simple gates,74
compound gates,67
xor+xnor,22
fa+ha+maj,21
flops,16
buf+inv,11
mux,3
==> path summary, 6_finish.rpt <==
kind | end | slack [ns]
setup / recovery | pc[15] | 2.18
hold / removal | pc[15] | 0.65
setup reg to reg | pc[15] | 2.62
hold reg to reg | pc[15] | 0.65
Power and IR drop assume default switching activity.
