==> design/flow/design.v <==
module alu (
    input [15:0] SRC1_rf,  
    input [15:0] SRC2_rf,
    input  [9:0]  instr10,  
    input MUX_alu1, 
    input MUX_alu2, 
    input [1:0] FUNC_alu,  
    output reg [15:0] alu_out,
    output wire EQ   
);
    wire [15:0] imm_lshift6 = {instr10, 6'b000000}; 
    wire [6:0] imm7 = instr10[6:0]; 
    wire [15:0] imm7_sext   = {{9{imm7[6]}}, imm7};  
    wire [15:0] SRC1 = MUX_alu1 ? imm_lshift6 : SRC1_rf;  
    wire [15:0] SRC2 = MUX_alu2 ? imm7_sext : SRC2_rf;  
    assign EQ = (SRC1 == SRC2);
    always @(*) begin
        case (FUNC_alu)
            2'b00: alu_out = SRC1 + SRC2;      
            2'b01: alu_out = ~(SRC1 & SRC2);
            2'b10: alu_out = SRC1; 
            2'b11: alu_out = {15'b0, EQ};
            default: alu_out = 16'd0;
        endcase
    end
endmodule
==> design/flow/run.sh <==
#!/bin/bash
# OpenROAD 26Q1-2900-gdf79404cd8, Yosys 0.63+post, stock flow scripts
make -C /OpenROAD-flow-scripts/flow DESIGN_CONFIG=/design/flow/config.mk WORK_HOME=/design/flow/orfs finish
==> design/flow/config.mk <==
export PLATFORM = sky130hd
export DESIGN_NAME = alu
export DESIGN_NICKNAME = alu
export VERILOG_FILES = /design/flow/design.v
export SDC_FILE = /design/flow/constraint.sdc
export NUM_CORES = 4
export LEC_CHECK = 1
export CORE_AREA = 10 10 97 97
export DIE_AREA = 0 0 107 107
==> design/flow/constraint.sdc <==
current_design alu

set clk_period 5.9
set clk_io_pct 0.2

create_clock -name clk0 -period $clk_period

set non_clock_inputs [all_inputs -no_clocks]
set_input_delay [expr $clk_period * $clk_io_pct] -clock clk0 $non_clock_inputs
set_output_delay [expr $clk_period * $clk_io_pct] -clock clk0 [all_outputs]
==> reports/metrics.csv <==
metric;value;unit
path_common_cell;clkdlybuf4s50_1;
fp.dieW;107;um
cp_top_family;buffers and inverters;
ys_cells;206;
yosysTopAreaCell;ha_1;
drive_above_1_share;0.1128;
wirelength;5513;um
wire_per_inst;15.49;um
worstSetupPathType;input port to primary output;
drt_iter0_drc;67;
grt_use_total;0.09568;
initial_core_util;0.1939;
flop-count;0;
port_buffers;63;
status;completed;
top_cell;o21ai_0;
synthesis.area;1414;um2
antennaDiodeCount;0;
vdd_ir_drop_max;0.00002379;V
hp-start;SRC1_rf[4];
drv_slew;0;
cp.depth;11;
yosysTopAreaCellShare;0.1504;
netlist_instances;206;
stdcell_area;2156;um2
nFillCells;832;
fin_crit_sh;0.9245;
common_cells;o21ai_0, nand2_1, a21oi_1;
drcViolationCount;0;
vias;1646;
syn_avg_cell_area;6.863;um2
maxSlewHeadroom;0.4996;
area_growth;52.48;%
rsz0062_at_grt;false;
grt_max_degree;18;
io_pins;63;
rows;31;
fin_tns_setup;0;ns
antenna_found_initial;0;
hold_slack;3.522;ns
grt_pass1_wl;9066;um
worst_pin_slew;0.7490;ns
cp_max_fo;16;
p_per_area;109.4;nW/um2
crit_arrival;4.27;ns
max_freq;183.3;MHz
place_area;2151;um2
cts_hold_buf;0;
cp-startpoint;MUX_alu1;
setup.worst_path.start_class;input port;
drtPass1Iterations;4;
warnings;33;
grt_overflow;0;
topCellsByArea;ha_1, mux2_2, o21ai_0, a21oi_1, xnor2_1;
dp_slack;0.1095;ns
path_buffers;3;
die_y;107;um
dp_hpwl;4660;um
finalCriticalPeriod;5.455;ns
max_cap_viol_count;0;
ys_warn_count;1;
cp_slowest_stage_delay;0.52;ns
via_per_inst;4.624;
crit_chain;clkdlybuf4s50_1, buf_12, mux2_2, ha_1, a21oi_1, o21ai_0, a221oi_1, o31ai_1, xnor2_1, o221ai_1, clkdlybuf4s50_1;
ant_nets;0;
synthDistinctLibCells;40;
ys_chip_area;1414;um2
cts_setup_buffers;0;
hold_path_class;input port to primary output;
chipArea;11450;um2
worstHoldPathCells;5;
hold_violations;0;
setup_viol_count_final;0;
endpoint_kind;primary output;
grt_pass1_vias;1726;
ff_latch_area;0;um2
place.gp.congestion;0.8916;
post_cts_resized;0;
required;4.72;ns
power_leakage;0.8336;nW
clock_buffers;0;
min_delay_worst_endpoint;alu_out[4];
core;7292;um2
cp_slowest_cell;clkdlybuf4s50_1;
fin_ws;0.4453;ns
combGateArea;1289;um2
synth_seq_share;0;
[how the worst max path moves through the flow]
stage	endpoint	slack (ns)
4_1_cts	alu_out[12]	0.11
5_1_grt	alu_out[13]	0.24
6_report	alu_out[15]	0.45
[cell usage in the layout (no fill, tap or decap), types with 6 or more instances in the layout]
cell | netlist | layout
o221ai_1 | 9 | 9
o21ai_0 | 21 | 21
inv_1 | 12 | 12
xnor2_1 | 10 | 10
buf_4 | 2 | 6
mux2_2 | 16 | 16
ha_1 | 17 | 16
nand2_1 | 20 | 20
clkdlybuf4s50_1 | 0 | 62
nor2b_1 | 7 | 7
a21oi_1 | 18 | 18
nor2_1 | 8 | 8
[metrics by stage]
step	util	std cells	total power, W
floorplan	-	206	0.0001386
global placement	0.2950	356	0.0002374
detailed placement	0.2950	356	0.0002356
CTS	0.2950	356	0.0002373
global route	0.2956	356	0.0002628
finish	0.2956	356	0.0002358
[cell type report]
| type | instances | area share |
|---|---|---|
| inverter | 12 | 0.02089 |
| multi-input combinational | 175 | 0.5978 |
| tap | 99 | 0.05746 |
| timing repair buffer | 70 | 0.3239 |
[cell families (layout without fill, tap and decap cells)]
kind of cell / after synthesis / after routing / synth area share
compound gates: 70 / 70 / 0.3204
buf+inv: 31 / 82 / 0.09026
mux: 18 / 18 / 0.1504
simple gates: 56 / 56 / 0.2018
xor+xnor: 14 / 14 / 0.08672
fa+ha+maj: 17 / 17 / 0.1504
[layer usage]
layer / share of wire / global-route usage / up-vias / routed length [um]
met5: 0 / 0 / - / 0
met3: 0.060 / 0.02062 / 0 / 330
li1: - / - / 866 / -
met2: 0.44 / 0.1576 / 45 / 2450
met1: 0.50 / 0.1328 / 735 / 2732
met4: 0 / 0 / 0 / 0
[report_power, final]
part	internal, W	switching (W)
combinational	0.000129	0.000107
clock	0	0
sequential	0	0
Power and IR drop assume default switching activity.
