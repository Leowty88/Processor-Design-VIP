$ cat ./run.sh
#!/bin/bash
# OpenROAD 26Q1-2900-gdf79404cd8, Yosys 0.63+post, stock flow scripts
make -C /OpenROAD-flow-scripts/flow DESIGN_CONFIG=/design/flow/config.mk WORK_HOME=/design/flow/orfs finish
$ cat ./config.mk
export PLATFORM = sky130hd
export DESIGN_NAME = register_file
export DESIGN_NICKNAME = register_file
export VERILOG_FILES = /design/flow/design.v
export SDC_FILE = /design/flow/constraint.sdc
export NUM_CORES = 4
export LEC_CHECK = 1
export CORE_UTILIZATION = 30
$ cat ./constraint.sdc
current_design register_file

set clk_period 9.6
set clk_io_pct 0.2

create_clock -name clk0 -period $clk_period [get_ports {clk}]

set non_clock_inputs [all_inputs -no_clocks]
set_input_delay [expr $clk_period * $clk_io_pct] -clock clk0 $non_clock_inputs
set_output_delay [expr $clk_period * $clk_io_pct] -clock clk0 [all_outputs]
$ cat ./design.v
module register_file(
    input clk,
    input WE_rf,             
    input [1:0] MUX_tgt,          
    input MUX_rf,            
    input [15:0] alu_out,
    input [15:0] mem_out,
    input [15:0] pc,
    input [2:0] rA, rB, rC,      
    output [15:0] reg_out1,         
    output [15:0] reg_out2      
);
    reg [15:0] regs [7:0];
    integer i;
    initial begin
        for (i = 0; i < 8; i = i + 1)
            regs[i] = 16'd0;
    end
    reg [15:0] write_data;
    always @(*) begin
        case (MUX_tgt)
            2'b00: write_data = mem_out;
            2'b01: write_data = alu_out; 
            2'b10: write_data = pc + 16'd1;   
            default: write_data = 16'd0;
        endcase
    end
    wire [2:0] tgt_reg = rA;
    assign reg_out1 = regs[rB];                 
    assign reg_out2 = WE_rf ? regs[rC] : regs[rA];   
    always @(posedge clk) begin
        regs[0] <= 16'd0;                   
        if (WE_rf && (tgt_reg != 3'd0))
          regs[tgt_reg] <= write_data;
    end
endmodule
==> changes_impl.md <==
### Changed

* CTS tree: done
* Setup Fix Bufs, Post-CTS at 0
* Buffer depth of the longest clock path at 2
* Post-place setup slack at 2870 ps
* Clk slew on worst S/H paths at 50 ps
* Seq pwr share at 45.5%
* Setup crit end kind: primary output
* Die W at 147 um
* Most frequent cells in the layout: edfxtp_1, clkdlybuf4s50_1, mux4_2
* Tightest Pin Transition at 929 ps
* Sequence of cells on the critical path: clkdlybuf4s50_1 -> mux2i_4 -> buf_4 -> mux4_2 -> nand2_1 -> nand2_1 -> clkdlybuf4s50_1
* Pre-antenna DRT Iters at 4
* Final WS setup at 2900 ps
* And+or+nand+nor area frac at 6.32%
* Total gr overflow at 0
* Worst min path class: in2reg
* CP max stage delay at 790 ps
* Tool warning count at 26
* Area fraction in mux cells at 28.1%
* Drt total wl at 14.0 mm
* Switching Fraction at 21.7%
* Pint at 1.10 mW
* Worst Setup Path Type: in2out
* CTS Buf Count at 17
* Cell Rows at 52
* Worst Setup SP: WE_rf
* Clock Sinks at 128
* Distinct lib cells used at 34
* Syn Inst Count at 387
* Mean Syn Cell Area at 16.3 um2
* Final Hold Viols at 0
* Tot GR Track Use at 14.5%
* Ys flops at 128
* Total negative setup slack at 0 ps
* Switching Power at 306 uW
* Drt drc at 0
* Final max-slew violation count at 0
* Setup violators final at 0
* Largest fanout on the critical path at 33
* Initial antenna violation count at 0
* Leak at 2.64 nW
* Main logic family: multiplexers
* Count of cells resized by post-cts repair at 0
* Yosys cell count at 387
* Fin crit share at 69.8%
* Run status: finished, final reports clean
* Buffers on Ports at 92
* Chip height at 147 um
* Via count at 3804
* Max Clk Rate at 0.149 GHz
* CP required at 7680 ps
* Relative slew slack at 37.4%
* Syn Std Cell Area at 6310 um2
* Power per Cell Area at 173 nW/um2
* Synth Area in Adders at 0.198%
* CP Launch Type: input port
* Area grow syn2layout at 29.2%
* WP data arrival at 4780 ps
* Detailed Route Iter0 Violations at 136
* Proportion of power drawn by the clock network at 40.8%
* Number of diodes at 0
* Die ar. at 21600 um2
* # hold bufs at CTS at 0
* Chip area line of the yosys report at 6310 um2
* Commonest Layout Cell: edfxtp_1
* Core Region at 20400 um2
* Logic gate share of total power at 13.7%
* Share of cells above drive strength 1 at 24.8%
* Clk root buf: clkbuf_16
* CP Capture Point: reg_out2[5]
* Placed cell areas at 7610 um2
* Synth Seq Share at 58.3%
* Initial Utilization at 30.9%
* Crit path time final at 6700 ps
* Fin area at 8150 um2
* Detailed-route vias per instance at 4.84
* First-pass GRT wire length at 22.2 mm
* Fin cells at 786
* Max reg flops at 128
* Boundary pin count at 94
* Largest register by flop count: regs
* Xor/xnor share at 1.94%
* Detailed Place HPWL at 8.92 mm
* Routability Congestion at 0.839
* Placed Cells at 754
* Maxcap violations at 0
* Number of synthesis warnings at 1
* Complex Gates by Area at 2.68%
* Final ANT Viol Nets at 0
* RSZ-0062 raised after global routing: no
* CP max-delay cell: clkdlybuf4s50_1
* DR WL/cell at 17.8 um
* H-tree lvl count at 4
* Largest regs: regs: 128 flops
* WHS at 2370 ps
* Vias in the first global route at 4225
* Maximum vdd drop at 0.110 mV
* Largest net degree at the start of global routing at 34
cells in the mapped netlist:
cell type | number | area (um2)
a211oi_1 | 1 | 7.51
a21oi_1 | 1 | 5.00
a221oi_1 | 1 | 8.76
a22oi_1 | 3 | 22.5
buf_1 | 4 | 15.0
buf_2 | 3 | 15.0
buf_4 | 3 | 22.5
buf_6 | 4 | 45.0
clkbuf_1 | 10 | 37.5
conb_1 | 1 | 3.75
dfxtp_1 | 16 | 320
edfxtp_1 | 112 | 3360
ha_1 | 1 | 12.5
inv_1 | 4 | 15.0
mux2_2 | 17 | 191
mux2i_1 | 14 | 140
mux2i_4 | 1 | 22.5
mux4_2 | 63 | 1420
nand2_1 | 58 | 218
nand2b_1 | 5 | 31.3
nand3_1 | 5 | 25.0
nand4_1 | 2 | 12.5
nand4_2 | 1 | 12.5
nor2_1 | 10 | 37.5
nor2b_1 | 1 | 6.26
nor3_1 | 5 | 25.0
nor4_1 | 4 | 25.0
o211ai_1 | 1 | 7.51
o21ai_0 | 8 | 40.0
o21ai_1 | 4 | 20.0
o21bai_1 | 1 | 7.51
o22ai_1 | 8 | 50.1
or2_1 | 1 | 6.26
xnor2_1 | 14 | 123
per-stage QoR:
stage	util, %	power, mW
global route	39.9	1.47
CTS	39.9	1.43
floorplan	-	0.755
detailed placement	37.3	0.850
global placement	37.3	0.847
finish	39.9	1.41
how the worst min path moves through the flow:
| stage | from | end | slack [ps] | cells after the start |
|---|---|---|---|---|
| after CTS | alu_out[0] | regs[4][0] | 2360 | 4 |
| after global routing | alu_out[0] | regs[5][0] | 2390 | 4 |
| final | alu_out[0] | regs[5][0] | 2370 | 4 |
critical path: cells and delay by family:
family / cells / cell delay, ps
buffers and inverters: 3 / 1770
muxes: 2 / 890
and+or+nand+nor: 2 / 180
cells by family after synthesis:
family	Yosys count
and+or+nand+nor	92
muxes	95
buffers and inverters	28
adders and majority gates	1
DFF	128
other	1
AOI/OAI and AO/OA	28
xor gates and xnor gates	14
layout make-up:
type	count	area, um2
clock buffer	21	450
clock inverter	11	92.6
fill	1850	12300
inverter	4	15.0
multi-input combinational	246	2550
sequential	128	3680
tap	270	338
timing repair buffer	106	1020
power groups by stage:
| stage | Sequential (mW) | Combinational (mW) | Clock [mW] |
|---|---|---|---|
| 6_report | 0.642 | 0.193 | 0.575 |
| 5_1_grt | 0.644 | 0.213 | 0.612 |
| 4_1_cts | 0.642 | 0.198 | 0.585 |
per-layer routing:
metal	GRT usage [%]	routed length (um)	part of all wire [%]	vias to the layer above
li1	-	-	-	1769
met1	16.8	5030	36	1805
met5	0.909	0	0	-
met2	23.3	6860	49	224
met3	9.89	2040	15	6
met4	1.39	98	0.70	0
No activity file was given, so power comes from the tool's default toggle rates.
